## design/flow/design.v

```verilog
module RF(A1, A2, A3, WD, RFWr, clk, RD1, RD2, RFtoBranch , rst);
  input [4:0]A1;
  input [4:0]A2;
  input [4:0]A3;
  input [31:0]WD;
  input RFWr;
  input clk;
  output [31:0]RD1;
  output [31:0]RD2;
  input RFtoBranch;
  input rst;
  reg[5:0] i;
  reg [31:0] data[31:0];
  initial
  begin
    for (i=0;i<32;i=i+1)
      data[i]=32'b0;
    data[28]=32'h00001800;
    data[29]=32'h00002ffe;
  end 
  assign RD1 = data[A1];
  assign RD2 = data[A2];
  always @(posedge clk or posedge rst)
  begin
  #1
  if (rst)
  begin
    for (i=0;i<32;i=i+1)
      data[i]=32'b0;
  end
  else if (RFWr&&A3!=0)
    data[A3]=WD;
  end
endmodule
```

## design/flow/constraint.sdc

```tcl
current_design RF

set clk_period 6.6
set clk_io_pct 0.2

create_clock -name clk0 -period $clk_period [get_ports {clk}]

set non_clock_inputs [all_inputs -no_clocks]
set_input_delay [expr $clk_period * $clk_io_pct] -clock clk0 $non_clock_inputs
set_output_delay [expr $clk_period * $clk_io_pct] -clock clk0 [all_outputs]
```

## design/flow/config.mk

```make
export PLATFORM = sky130hd
export DESIGN_NAME = RF
export DESIGN_NICKNAME = RF
export VERILOG_FILES = /design/flow/design.v
export SDC_FILE = /design/flow/constraint.sdc
export NUM_CORES = 4
export LEC_CHECK = 1
export CORE_UTILIZATION = 50
```

## design/flow/run.sh

```bash
#!/bin/bash
# OpenROAD 26Q1-2900-gdf79404cd8, Yosys 0.63+post, stock flow scripts
make -C /OpenROAD-flow-scripts/flow DESIGN_CONFIG=/design/flow/config.mk WORK_HOME=/design/flow/orfs finish
```

==> job_summary.md <==
### Flow metrics

| Metric | Value |
|---|---|
| Status | complete, no violations |
| Initial antenna violation count | 20 |
| Clock slew at reported path FFs | about 60 ps |
| RSZ-0062 raised after global routing | false |
| Max cap viols | 0 |
| Dominant flop cell | dfrtp_1 |
| Instance count on the critical path | 9 |
| Worst slew margin relative to its limit | under 10% |
| Die width | approximately 320 um |
| Seq pwr share | about 48% |
| Crit start category | input port |
| Most used cell, CP | clkdlybuf4s50_1 |
| Fin cells | ~6,000 |
| Slowest cell on crit path | clkdlybuf4s50_1 |
| Top Layout Cells | dfrtp_1 (1,024), mux2_2 (1,001), a22oi_1 (793) |
| Switching share of power | roughly 28% |
| Final setup vio count | 0 |
| Die H | 322.3 um |
| Detailed-placement wirelength estimate | roughly 170 mm |
| Area post-placement | 0.05570 mm^2 |
| FMAX | 152.5 MHz |
| Fin worst setup slack | around 41 ps |
| Comb pwr share | between 10 and 15% |
| Post-synth ARST share | 100.0% |
| Worst vdd ir | 0.0002367 V |
| DRT iter0 DRCs | around 5,700 |
| Post-Syn Area | between 0.05 and 0.06 mm^2 |
| Clock power share | between 30% and 40% |
| Area Overhead vs Synth | 16.19% |
| Setup CP Type | input port to output port |
| Synthesized registers | 1,024 |
| Clk latency of the worst-skew pair | about 720 ps |
| DRC viols | 0 |
| Total GRT Usage | 54.20% |
| Most numerous logic cell after layout | dfrtp_1 |
| Synth warn | 2 |
| Final Hold Viols | 0 |
| Yosys Instances | 4,379 |
| TritonCTS clock tree | yes |
| Max-slew violation count | 0 |
| Mapped Cells | 4,379 |
| Crit path arrival time | between 5000 and 6000 ps |
| Net Switching | around 5000 uW |
| Internal Power | approximately 13,000 uW |
| Flip-flops with a built-in enable | 0 |
| Synth cell types | 63 |
| DRT antenna net count | 0 |
| Layout cells sized above 1 | a little over a third |
| Max FFs per register | between 1,000 and 1,500 |
| Routed wire length | 266.6 mm |
| First-pass GRT wire length | between 300 and 400 mm |
| Critical path fanouts, max | 14 |
| I/O pin count | approximately 120 |
| Clock root buffer master | clkbuf_16 |
| Post-CTS sizing | 0 |
| Setup Slack @ Placement | between 300 and 400 ps |
| Core area | just over 0.1 mm^2 |
| CP Capture Type | output port |
| Average vias per placed instance | around 7.5 |
| Initial DRT Pass Iterations | 8 |
| RD Place Congestion | 1.060 |
| CTS Buf Count | approximately 110 |
| Worst-case reg-to-reg path depth | 1 |
| Tmin final | 6559 ps |
| Placed Cells | about 5,800 |
| Routed wire per std cell | between 40 and 50 um |
| YS chip area | slightly above 0.05 mm^2 |
| Post-route cell area | around 0.060 mm^2 |
| Tot Pwr | 17,760 uW |
| Postcts setup bufs | 0 |
| Family with the most delay on the worst path | buffers and inverters |
| Critical-path cell list | clkdlybuf4s50_1 -> nand3b_2 -> nor2_4 -> buf_4 -> a22oi_1 -> nand2_1 -> nor4_1 -> a21oi_1 -> clkdlybuf4s50_1 |
| WP data required | about 5300 ps |
| Seq share, synth | 49.96% |
| Sinks on Clock Net | a little over 1,000 |
| Tool warnings | about 43 |
| Grt ovf | 0 |
| Clock Path Buffers | 3 |
| Hold_buf cts | 0 |
| Hold path depth | 0 |
| Floorplan core density | 50.41% |
| Syn Area/Cell | around 12 um^2 |
| Hold Slack | 401.3 ps |
| Worst Hold Class | flop to flop |
| Largest net degree at the start of global routing | about 120 |
| Power per cell area | about 300 mW/mm^2 |
| Crit-path max cell delay | 870 ps |
| H-tree levels | 3 |
| Port Buffers | ~110 |
| Row Count | between 100 and 150 |
| Vias in the first global route | roughly 44,000 |
| Vias | about 45,000 |
| Leak | 0.02623 uW |
| Worst-Margin Slew | between 1000 and 1500 ps |
| Period utilization | between 90% and 100% |
| Buf/Inv on CP | 3 |
| Max Clock Skew | 0 ps |
| Die area | 0.1039 mm^2 |
cells by family (layout without fill, tap and decap cells):
group / after synthesis / count (layout) / share of synthesized area (%)
flops: 1024 / 1024 / 49.96
simple gates: 781 / 781 / 7.565
other cells: 0 / 20 / 0
compound gates: 1075 / 1075 / 15.49
buf+inv: 454 / 662 / 4.130
mux: 1045 / 1045 / 22.85
cell usage after synthesis (all sizes together) (30+ instances only):
cell type  count  area [um^2]
clkbuf       176        660.6
a22o          30        262.8
buf          269         1424
mux2        1008        11350
nand3         61        310.3
dfrtp       1024        25620
mux2i         37        370.4
nor2         192        895.9
a22oi        794         5966
a21oi         98        490.5
nand4        105        656.9
nand2        249        937.2
nor4          37        231.5
nor3          61        305.3
power by group through the flow:
stage	combinational (uW)	sequential [uW]	clock, uW
CTS	2510	8500	6650
finish	2570	8560	6640
global route	2710	8670	6880
stage by stage:
stage	TNS, ps	util [%]
after floorplan	-9045950	-
after global placement	0	54.75
after detailed placement	0	54.75
after CTS	0	58.53
after global routing	0	58.53
final	0	58.58
cell type report:
cell class / count / area (um^2)
inverters: 9 / 37.54
fillers: 8286 / 42150
diodes: 20 / 50.05
flip-flops and latches: 1024 / 25620
multi-input cells: 2901 / 24040
clock buffers: 157 / 3293
clock inverters: 46 / 548.0
repair buffers: 450 / 4292
well taps: 1368 / 1712
worst paths after layout:
path,from,end,slack (ps)
setup / recovery,A1[3],RD1[23],40
hold / removal,data[0][0]$_DFFE_PP0P_,data[0][0]$_DFFE_PP0P_,400
setup reg to reg,data[3][6]$_DFFE_PP0P_,data[3][6]$_DFFE_PP0P_,5700
hold reg to reg,data[0][0]$_DFFE_PP0P_,data[0][0]$_DFFE_PP0P_,400
max in group asynchronous,rst,data[14][29]$_DFFE_PP0P_,3790
min in group asynchronous,rst,data[18][24]$_DFFE_PP0P_,1020
layer usage:
layer	vias up	global-route usage, %	share of wire [%]
met4	22	31.87	8.3
met3	1381	37.22	18
met5	-	0.9722	0.11
met2	4024	68.81	39
met1	22560	68.53	35
li1	16970	-	-
Power and IR drop assume default switching activity.
