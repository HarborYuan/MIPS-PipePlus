### flow/run.sh
#!/bin/bash
# OpenROAD 26Q1-2900-gdf79404cd8, Yosys 0.63+post, stock flow scripts
make -C /OpenROAD-flow-scripts/flow DESIGN_CONFIG=/design/flow/config.mk WORK_HOME=/design/flow/orfs finish
### flow/config.mk
export PLATFORM = sky130hd
export DESIGN_NAME = c0reg
export DESIGN_NICKNAME = c0reg
export VERILOG_FILES = /design/flow/design.v
export SDC_FILE = /design/flow/constraint.sdc
export NUM_CORES = 4
export LEC_CHECK = 1
export CORE_UTILIZATION = 40
### flow/constraint.sdc
current_design c0reg

set clk_period 13.4
set clk_io_pct 0.2

create_clock -name clk0 -period $clk_period [get_ports {clk}]

set non_clock_inputs [all_inputs -no_clocks]
set_input_delay [expr $clk_period * $clk_io_pct] -clock clk0 $non_clock_inputs
set_output_delay [expr $clk_period * $clk_io_pct] -clock clk0 [all_outputs]
### flow/design.v
module c0reg(sta,cau,epc,
inta,data,PC,cause,mtc,clk,eret);
    output reg [31:0] sta,cau,epc;
    input inta;
    input [31:0] data;
    input [31:0] PC;
    input [31:0] cause;
    input [4:0] mtc;
    input eret;
    input clk;
    wire pcplus4;
    wire wsta;
    wire wcau;
    wire wepc;
    assign pcplus4 = (cause==0)?0:1; 
    assign wsta = (mtc == 12) || inta || eret;
    assign wcau = (mtc == 13) || inta;
    assign wepc = (mtc == 14) || inta;
    initial 
    begin
        sta = 32'b0;
        cau = 32'b0;
        epc = 32'b0;      
    end
    wire [31:0]Status_mux_1_out;
    mux #(2,1,32) Status_mux_1(.s(inta), .y(Status_mux_1_out), .d0(sta >> 4), .d1(sta << 4));
    wire [31:0]Status_mux_2_out;
    mux #(2,1,32) Status_mux_2(.s(mtc==0?0:1),.y(Status_mux_2_out),.d0(Status_mux_1_out),.d1(data));
    wire [31:0]Cause_mux_out;
    mux #(2,1,32) Cause_mux(.s(mtc==0?0:1),.y(Cause_mux_out),.d0(cause),.d1(data));
    wire [31:0] EPC_mux_1_out;
    mux #(2,1,32) EPC_mux_1(.s(pcplus4),.y(EPC_mux_1_out),.d0(PC-4),.d1(PC));
    wire [31:0] EPC_mux_2_out;
    mux #(2,1,32) EPC_mux_2(.s(mtc==0?0:1),.y(EPC_mux_2_out),.d0(EPC_mux_1_out),.d1(data));
    always @(negedge clk)
    begin
        if (wsta)
            sta <= Status_mux_2_out;
        if (wcau)
            cau <= Cause_mux_out;
        if (wepc)
            epc <= EPC_mux_2_out; 
    end
endmodule
module mux(
s, y,
d0, d1, d2, d3,
d4, d5, d6, d7,
d8, d9, d10, d11,
d12, d13, d14, d15);
    parameter num=2,sigwid=1,width=32;
    input [width-1:0]d0;
    input [width-1:0]d1;
    input [width-1:0]d2;
    input [width-1:0]d3;
    input [width-1:0]d4;
    input [width-1:0]d5;
    input [width-1:0]d6;
    input [width-1:0]d7;
    input [width-1:0]d8;
    input [width-1:0]d9;
    input [width-1:0]d10;
    input [width-1:0]d11;
    input [width-1:0]d12;
    input [width-1:0]d13;
    input [width-1:0]d14;
    input [width-1:0]d15;
    input [sigwid-1:0]s;
    output reg [width-1:0]y;
    always@(s or d0 or d1 or d2 or d3 or d3 or d4 or d5 or d6 or d7 or d8 or d9 or d10 or d11 or d12 or d13 or d14 or d15)
      case(s)
        0:y=d0;
        1:y=d1;
        2:y=d2;
        3:y=d3;
        4:y=d4;
        5:y=d5;
        6:y=d6;
        7:y=d7;
        8:y=d8;
        9:y=d9;
        10:y=d10;
        11:y=d11;
        12:y=d12;
        13:y=d13;
        14:y=d14;
        15:y=d15;
        default:y=0;
      endcase
endmodule
==> run summary <==
Main metrics from the flow reports.

The number of placed I/O pins came out at 200. STA classifies the critical path endpoint as a flop. Sorting the synthesized cells by how often they occur yields nand2_1, edfxtp_1, a21oi_1, nor2_1, mux2i_1. The number of distinct library cells after synthesis came out at 31. The post-layout utilization of the core came out at ~66%. The first global-routing pass estimated ~23000 um of wire. The CTS log lists the clock sinks for this run as around 96. The overall fraction of global-route tracks in use is 26.3%. The internal power summed over all cells came out at just over 0.0006 W. In this run, post-CTS hold repair placed 0 buffers. The routability congestion estimate came out at about 0.87.

The actual slew at the worst max-slew pin is approximately 0.49 ns. The overall routed net length came out at ~15000 um. The clock latency on the worst-skew pair is between 0.3 and 0.4 ns. STA puts the critical path data required time at about 7 ns. Data on the critical path arrives at its endpoint at a little under 5 ns.

The count of max-cap constraint violations is 0. The setup TNS is 0 ns. The total power divided by cell area came out at 113 nW/um2. The total CTS buffers is 9.

The initial antenna violation count is 0. The net switching power is about 0.00023 W. The synthesis report lists the most area-consuming cells as edfxtp_1, nand2_1, a21oi_1. Summed over its instances, the top area cell type makes up between 60% and 70% of the synthesized netlist area. Using the TritonRoute via totals, the vias-per-cell ratio works out to just over 5.

The warning tally printed by Yosys for this design is 5. Across all stage logs, warnings added up to between 100 and 150. The instance area at placement came out at between 6000 and 7000 um2.

The area overhead of the layout relative to synthesis came out at 58.8%. The total area inside the core boundary comes to around 12000 um2. Looking at the power breakdown, sequential logic takes 44.0% of the total. The violation count after the first detailed-route iteration came out at between 300 and 400. The share of cells above drive strength 1 came out at between 3 and 4%. The HPWL after detailed placement came out at 10800 um. The timing report shows the most common cell along the critical path to be or4_4. The number of cell instances after yosys synthesis is ~450.

The count of buffers from port buffering is 199. The largest driver fanout on the critical path came out at 9. The flow ran to the end, and the final reports show no timing, DRC or antenna violations.

The library cell used as clock root buffer is clkbuf_16. The tally of non-filler cells in the final layout came out at around 890. The maximum VDD drop is around 54 uV.

Counting flops with a built-in enable in the synthesized netlist gives between 90 and 100. The worst setup path is launched from a primary input. Per report_power, the clock group accounts for approximately two fifths of the total. The via count of the first global-routing pass is between 4000 and 5000. The headroom to the max-slew limit is between 60% and 70%. The initial cell density of the core is between 40 and 50%. The chip area in the Yosys report is around 4800 um2.

The maximum clock path buffer count is 2. Among all flip-flop cells after synthesis, the most frequent one is edfxtp_1. According to the hold report, the worst path is of the flop to flop type. The clock input transition at the sequential cells of the worst setup and hold paths came out at ~0.03 ns. The total placed cells including tap cells is about 780. The vertical extent of the die is 111 um. The antenna violation net count after detailed routing came out at 0.

The mean area per synthesized cell is around 11 um2. The area of the mapped netlist is approximately 4800 um2. Looking at area per cell type in the netlist, the leader is edfxtp_1. Per the final report, max-transition violations number 0. The DRC violation total left in the routed layout is recorded as 0. The signal on the critical path passes through clkdlybuf4s50_1, or4_4, or4_4, nor2_2, nand4_1, xor2_1, o21ai_0. The longest incremental delay of any stage on the critical path is reported as about 0.55 ns. The number of core rows is 39. With fillers left out, the area of the finished cells amounts to approximately 7600 um2. The fraction of registers with async set/reset came out at 0%. The number of search-and-repair iterations in the first detailed-routing pass came out at 24. The die outline area is 12300 um2. The number of buffers added for setup after CTS is 0. After clock tree synthesis, the repair step resized 0 gates. The total global routing overflow is 0.

Setup repair after global routing left no endpoint under its margin. The critical path's slowest stage uses the library cell or4_4. The most common cell in the netlist is nand2_1. The worst clock skew is roughly 0.0062 ns. The total power of the final layout came out at 0.000853 W.

The antenna diode count is 0. Once synthesis finished, the tally of register bits stood at around 96. The CTS tree is done. The die width is roughly 110 um. The final setup violation count is 0. Across all layers, the routed design uses 4453 vias. The average detailed-routed wire length per instance came out at about 17 um.

In the setup report, the worst path falls into the class primary input to flop. The standby leakage power came out at about 3.2 nW. The part of the Yosys area used for sequential elements is between 60% and 70%. The maximum number of pins on one net before global-route repair is around 110.

The number of H-tree levels is 3. The number of endpoints with negative hold slack in the final report is 0. The power report shows net switching accounting for between 20% and 30% of the total. The power share of the combinational group is 14.7%. The gate count of the mapped netlist is 451.
==> critical path, delay by kind of cell <==
family	cells	cell delay (ns)
AOI/OAI and AO/OA	1	0.09
buffers and inverters	1	0.46
xor gates and xnor gates	1	0.15
and+or+nand+nor	4	1.53
==> metal layers <==
metal  global-route usage (%)  vias to the layer above  wire, um  share of wire [%]
li1                         -                     2194         -                  -
met1                     39.4                     2049      6370                 43
met2                     37.1                      194      6950                 46
met3                     11.7                       16      1420                9.5
met4                     6.94                        0       242                1.6
met5                        0                        -         0                  0
==> path summary, 6_finish.rpt <==
kind / startpoint / end / slack, ns / cells past startpoint
max: PC[10] / epc[31]$_DFFE_NP_ / 1.89 / 7
min: sta[7]$_DFFE_NP_ / sta[3]$_DFFE_NP_ / 0.57 / 2
max reg2reg: sta[12]$_DFFE_NP_ / sta[16]$_DFFE_NP_ / 12.44 / 2
min reg2reg: sta[7]$_DFFE_NP_ / sta[3]$_DFFE_NP_ / 0.57 / 2
==> layout make-up <==
type	count	area, um2
fill	924	3960
sequential	96	2880
timing repair buffer	206	2050
multi-input combinational	329	1810
clock inverter	101	407
clock buffer	9	225
tap	143	179
inverter	2	7.51
==> power by group through the flow <==
stage                 combinational, W  clock [W]  sequential (W)
after global routing          0.000135   0.000404        0.000378
final                         0.000125   0.000353        0.000375
after CTS                     0.000126   0.000367        0.000376
==> kinds of logic (layout without fill, tap and decap cells) <==
family	count (synthesis)	after routing	share of synthesized area, %
AOI/OAI and AO/OA	59	59	6.47
xor gates and xnor gates	28	28	5.15
muxes	24	24	5.05
DFF	96	96	60.6
adders and majority gates	1	1	0.263
and+or+nand+nor	217	217	20.4
buffers and inverters	26	318	2.10
==> state kept, by name (all words and copies together) (netlist names) <==
register and cells:
cau 32, epc 32, sta 32
==> cells in the final DEF, fill, tap and decap left out, types with 4 or more instances in the layout <==
cell type and n:
clkdlybuf4s50_1 198, nor4_1 13, nand2_1 118, o21ai_0 5, xnor2_1 7, inv_1 101, edfxtp_1 96, xor2_1 21
nor3_1 5, nor2_1 40, nand4b_1 4, clkbuf_16 9, nand3_1 13, a21oi_1 48, nand4_1 6, mux2i_1 24
buf_4 6
==> stage by stage <==
stage | setup WS, ns | hold slack (ns)
2_1_floorplan | 1.07 | 0.517
3_3_place_gp | 1.53 | 0.570
3_5_place_dp | 1.51 | 0.575
4_1_cts | 1.90 | 0.584
5_1_grt | 1.74 | 0.611
6_report | 1.89 | 0.574
Power is estimated from default activity; no workload was simulated.
